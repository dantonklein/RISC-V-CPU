===== ./run.sh =====
#!/bin/bash
# OpenROAD 26Q1-2900-gdf79404cd8, Yosys 0.63+post, stock flow scripts
make -C /OpenROAD-flow-scripts/flow DESIGN_CONFIG=/design/flow/config.mk WORK_HOME=/design/flow/orfs finish

===== ./config.mk =====
export PLATFORM = sky130hd
export DESIGN_NAME = n_bit_saturation_counter
export DESIGN_NICKNAME = n_bit_saturation_counter
export VERILOG_FILES = /design/flow/design.v
export SDC_FILE = /design/flow/constraint.sdc
export NUM_CORES = 4
export LEC_CHECK = 1
export CORE_AREA = 10 10 70 70
export DIE_AREA = 0 0 80 80

===== ./constraint.sdc =====
current_design n_bit_saturation_counter

set clk_period 1.2
set clk_io_pct 0.2

create_clock -name clk0 -period $clk_period [get_ports {clk}]

set non_clock_inputs [all_inputs -no_clocks]
set_input_delay [expr $clk_period * $clk_io_pct] -clock clk0 $non_clock_inputs
set_output_delay [expr $clk_period * $clk_io_pct] -clock clk0 [all_outputs]

===== ./design.v =====
module mux2x1
#(
    parameter int WIDTH = 32
)
(
    input logic[WIDTH-1:0] in0,
    input logic[WIDTH-1:0] in1,
    input logic select,
    output logic[WIDTH-1:0] data_out
);
    assign data_out = select == 1'b1 ? in1 : in0;
endmodule
module mux3x1
#(
    parameter int WIDTH = 32
)
(
    input logic[WIDTH-1:0] in0,
    input logic[WIDTH-1:0] in1,
    input logic[WIDTH-1:0] in2,
    input logic[1:0] select,
    output logic[WIDTH-1:0] data_out
);
    always_comb begin
        case(select)
            2'd0: data_out = in0;
            2'd1: data_out = in1;
            2'd2: data_out = in2;
            2'd3: data_out = '0;
        endcase
    end
endmodule
module mux4x1
#(
    parameter int WIDTH = 32
)
(
    input logic[WIDTH-1:0] in0,
    input logic[WIDTH-1:0] in1,
    input logic[WIDTH-1:0] in2,
    input logic[WIDTH-1:0] in3,
    input logic[1:0] select,
    output logic[WIDTH-1:0] data_out
);
    always_comb begin
        case(select)
            2'd0: data_out = in0;
            2'd1: data_out = in1;
            2'd2: data_out = in2;
            2'd3: data_out = in3;
        endcase
    end
endmodule
module register
#(
    parameter int WIDTH = 32
)
(
    input logic[WIDTH-1:0] in,
    input logic clk,
    input logic reset,
    input logic enable,
    output logic[WIDTH-1:0] data_out
);
    always_ff @(posedge clk or posedge reset) begin
        if(reset)
            data_out <= '0;
        else if (enable)
            data_out <= in;
    end
endmodule
module adder #(
    parameter int WIDTH = 32
)
(
    input logic[WIDTH-1:0] in0,
    input logic[WIDTH-1:0] in1,
    output logic[WIDTH-1:0] out
);
assign out = in0 + in1;
endmodule
module delay
#(
    parameter int WIDTH = 32,
    parameter int CYCLES = 2
)
(
    input logic[WIDTH-1:0] in,
    output logic[WIDTH-1:0] data_out,
    input logic clk,
    input logic reset,
    input logic enable
);
    logic [WIDTH-1:0] regs[CYCLES+1];
    assign regs[0] = in;
    assign data_out = regs[CYCLES];
    for (genvar i = 0; i < CYCLES; i++) begin :register_array
        register #(.WIDTH(WIDTH)) register_array (
            .clk(clk),
            .reset(reset),
            .enable(enable),
            .in(regs[i]),
            .data_out(regs[i+1])
        );
    end
endmodule
module n_bit_saturation_counter #(
    parameter int width = 2
)(
    input logic clk,
    input logic rst,
    input logic count_up, count_down,
    output logic[width-1:0] count
);
    always_ff @(posedge clk or posedge rst) begin
        if(rst) count <= 1'b1;
        else begin
            case ({count_up,count_down})
                2'b01: if(count != 0) count <= count - 1'b1;
                2'b10: if(count != (2 ** width - 1)) count <= count + 1'b1;
                default: count <= count;
            endcase
        end
    end
endmodule

==> impl_metrics.yaml <==
# synthesis and place-and-route metrics
final_timing:
  period_used_pct: 96.9
  final-setup-viol-count: 0
  fmax_ghz: 0.860
  rsz0062_at_grt: "false"
  fin_setup_tns_ps: 0
  skew_ps: 7.19
  fin_crit_ps: 1160
  worst_slew_pin_slew_ps: 152
  max-slew-margin-rel_pct: 89.8
  finalHoldViolCount: 0
  drv_slew: 0
synthesis:
  syn-mean-instance-area_sq_um: 9.34
  ys_seq_share_pct: 42.3
  yosysChipArea_sq_um: 121
  synth_cell_type_count: 11
  yosys.area.top_type: "dfstp_2"
  yosys_warnings: 1
  synthCells: 13
  common_cells: "2 x nand2b_1, 2 x nor2_1"
  synth-edff-count: 0
  yosysTopAreaCellShare_pct: 21.6
  ys_cells: 13
  syn-cell-area_sq_um: 121
  async_flop_share_pct: 100
  yosys-top-cells-area: "dfstp_2 22%, dfrtp_1 21%, nand2b_1 10%"
  synth-main-ff-cell: "dfstp_2"
  synth_flops: 2
global_route:
  grt_first_pass_wirelength_microns: 655
  overflow: 0
  grt_max_degree: 5
  grt_pass1_vias: 146
  antenna_found_initial: 0
  grt_usage_pct: 1.36
worst_setup_path:
  r2r_cells: 5
  cp_slowest_stage_delay_ps: 520
  slowest_stage: "dfstp_2"
  worstSetupPathType: "register to output pin"
  endpoint_kind: "output pin"
  start_kind: "register"
  worstPathArrival_ps: 920
  critPathBufInv: 1
  cp_max_fo: 2
  cp_cell_sequence: "clkdlybuf4s15_1"
  cp_top_family: "flip-flops"
  worstPathRequired_ps: 960
  path_depth: 1
cts:
  cts_buffers: 3
  clkSlewWorstSetupHoldPaths_ps: 40
  clockBufferDepth: 2
  cts_sinks: 2
  postCtsHoldBufs: 0
  cts_tree: "yes"
  cts-root-buf: "clkbuf_4"
  cts_max_level: 1
  insertion_delay_ps: 230
outcome:
  outcome: "complete, no violations"
power:
  powerDensity_mw_per_mm2: 1950
  worst_ir_drop_vdd_v: 0.000361
  power_leakage_nw: 0.106
flow_run:
  warnings: 25
  drv_cap: 0
detailed_routing:
  vias: 134
  finalWirelength_microns: 401
  drt_pre_antenna_iters: 2
  drt-initial-drc-count: 1
  n_antenna_cell: 0
  wl_per_cell_microns: 5.65
  ant_nets: 0
  drc: 0
  viasPerCell: 1.89
die:
  die_h_microns: 80
  chipWidth_microns: 80
  rows: 21
  io_pins: 6
  core_sq_mm: 0.00342
  dieArea_sq_mm: 0.00640
  fp_util_pct: 3.55
place:
  port_buffers: 5
  gp_routability_congestion: 0.640
  dp_hpwl_microns: 302
cells_and_area:
  areaGrowthSynthToFinish_pct: 128
  regMostFlops: "count"
  reg_top3: "count x2"
  final_util_pct: 8.10
  largest_register_ffs: 2
  drive_gt1_share_pct: 40.0
  final.fill_count: 413
min_path:
  hold_path.class: "input pin to asynchronous set/reset pin"
## per-layer routing
layer  track usage [%]  share of wire [%]
met1              1.59                 50
met2              1.12                 23
met3              1.93                 24
met5                 0                  0
met4             0.704                2.7
## power by group
group	internal, mW	leakage [nW]	total [mW]	switching (mW)
Clock	0.124	0.0150	0.173	0.0487
Sequential	0.115	0.0231	0.134	0.0187
Combinational	0.145	0.0683	0.232	0.0866
## cells in the final DEF (no fill, tap or decap)
cell type and n:
nor2_1 2, clkdlybuf4s50_1 3, dlygate4sd2_1 1, o21ai_1 1, nor2b_2 1, a21oi_2 1, inv_1 1, dfrtp_1 1
nor3_2 1, clkbuf_1 1, buf_4 3, nand2b_1 2, dfstp_2 1, clkdlybuf4s15_1 1, a21oi_1 1, clkbuf_4 3
and3b_1 1
## path summary, 6_finish.rpt
check | startpoint | to | slack, ps
setup / recovery | count[0]$_DFFE_PP1P_ | count[0] | 40
hold / removal | rst | count[1]$_DFFE_PP0P_ | 160
setup reg to reg | count[1]$_DFFE_PP0P_ | count[0]$_DFFE_PP1P_ | 160
hold reg to reg | count[0]$_DFFE_PP1P_ | count[0]$_DFFE_PP1P_ | 650
max in group asynchronous | rst | count[0]$_DFFE_PP1P_ | 830
min in group clk0 | count[0]$_DFFE_PP1P_ | count[0]$_DFFE_PP1P_ | 650
## cell families after synthesis
kind of cell | after synthesis | share of synthesized area, %
AOI/OAI and AO/OA | 3 | 15.5
buffers and inverters | 1 | 3.09
DFF | 2 | 42.3
and+or+nand+nor | 7 | 39.2
## stage by stage
step | area, sq um | hold slack [ps] | setup WS (ps) | power [mW] | std cells
CTS | 277 | 165 | 23.7 | 0.550 | 71
floorplan | 121 | -19.5 | 411 | 0.209 | 13
detailed placement | 244 | 411 | -19.7 | 0.361 | 66
global route | 277 | 164 | 3.37 | 0.584 | 71
finish | 277 | 163 | 36.6 | 0.538 | 71
global placement | 244 | 398 | -19.7 | 0.351 | 66
## final cells by class
cell class	count	area, sq um	share of cell area, %
clock buffers	4	26.3	9.50
inverters	1	3.75	1.36
multi-input cells	10	66.3	24.0
flip-flops and latches	2	51.3	18.6
well taps	46	57.6	20.8
repair buffers	8	71.3	25.8
## what timing repair did
action                                  CTS  global route
endpoints found under the hold margin     0             0
endpoints found under the setup margin    2             0
gates resized                             3             0
setup buffers                             1             0
Power figures rest on the tool's default switching activity, not on a simulated workload.
